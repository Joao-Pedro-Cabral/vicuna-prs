### flow/run.sh
#!/bin/bash
# OpenROAD 26Q1-2900-gdf79404cd8, Yosys 0.63+post, stock flow scripts
make -C /OpenROAD-flow-scripts/flow DESIGN_CONFIG=/design/flow/config.mk WORK_HOME=/design/flow/orfs finish
### flow/config.mk
export PLATFORM = sky130hd
export DESIGN_NAME = vproc_queue
export DESIGN_NICKNAME = vproc_queue
export VERILOG_FILES = /design/flow/design.v
export SDC_FILE = /design/flow/constraint.sdc
export NUM_CORES = 4
export LEC_CHECK = 1
export CORE_UTILIZATION = 50
### flow/constraint.sdc
current_design vproc_queue

set clk_period 3.6
set clk_io_pct 0.2

create_clock -name clk0 -period $clk_period [get_ports {clk_i}]

set non_clock_inputs [all_inputs -no_clocks]
set_input_delay [expr $clk_period * $clk_io_pct] -clock clk0 $non_clock_inputs
set_output_delay [expr $clk_period * $clk_io_pct] -clock clk0 [all_outputs]
### flow/design.v
package vproc_pkg;
typedef enum {
    VREG_GENERIC     = 0,
    VREG_XLNX_RAM32M = 1,
    VREG_ASIC        = 2
} vreg_type;
parameter int unsigned VLSU_FLAGS_W = 1;
typedef enum {
    VLSU_ALIGNED_UNITSTRIDE = 0   
} vlsu_flag;
parameter int unsigned BUF_FLAGS_W = 12;
typedef enum {
    BUF_DEQUEUE              = 0,   
    BUF_VREG_RD              = 1,   
    BUF_OPERANDS             = 2,   
    BUF_RESULTS              = 3,   
    BUF_VLSU_REQUEST         = 4,   
    BUF_VLSU_RDATA           = 5,   
    BUF_VALU_INTERMEDIATE    = 6,   
    BUF_VMUL_MUL_IN          = 7,   
    BUF_VMUL_MUL_OUT         = 8,   
    BUF_VREG_WR_MUX_TIMEPRED = 9,   
    BUF_VREG_WR              = 10,  
    BUF_VREG_PEND            = 11   
} buf_flag;
typedef enum {
    MUL_GENERIC      = 0,
    MUL_XLNX_DSP48E1 = 1
} mul_type;
typedef enum logic [1:0] {
    INSTR_INVALID,
    INSTR_SPECULATIVE,
    INSTR_COMMITTED,
    INSTR_KILLED
} instr_state;
typedef enum logic [1:0] {
    VSEW_8       = 2'b00,
    VSEW_16      = 2'b01,
    VSEW_32      = 2'b10,
    VSEW_INVALID = 2'b11
} cfg_vsew;
typedef enum logic [2:0] {
    LMUL_INVALID = 3'b100,
    LMUL_F8      = 3'b101,
    LMUL_F4      = 3'b110,
    LMUL_F2      = 3'b111,
    LMUL_1       = 3'b000,
    LMUL_2       = 3'b001,
    LMUL_4       = 3'b010,
    LMUL_8       = 3'b011
} cfg_lmul;
typedef enum logic [1:0] {
    EMUL_1 = 2'b00,
    EMUL_2 = 2'b01,
    EMUL_4 = 2'b10,
    EMUL_8 = 2'b11
} cfg_emul;
typedef enum logic [1:0] {
    EVL_DEFAULT,  
    EVL_1,        
    EVL_MASK,     
    EVL_MAX       
} evl_policy;
typedef enum logic [1:0] {
    OP_SINGLEWIDTH,   
    OP_WIDENING,      
    OP_WIDENING_VS2,  
    OP_NARROWING      
} op_widenarrow;
typedef enum logic [1:0] {
    VXRM_RNU = 2'b00,    
    VXRM_RNE = 2'b01,    
    VXRM_RDN = 2'b10,    
    VXRM_ROD = 2'b11     
} cfg_vxrm;
typedef enum logic [2:0] {
    UNIT_LSU,
    UNIT_ALU,
    UNIT_MUL,
    UNIT_SLD,
    UNIT_ELEM,
    UNIT_CFG
} op_unit;
parameter int unsigned UNIT_CNT = 5;
typedef enum logic [1:0] {
    COUNT_INC_1,
    COUNT_INC_2,
    COUNT_INC_4,
    COUNT_INC_MAX
} count_inc_e;
typedef enum logic [1:0] {
    LSU_UNITSTRIDE,
    LSU_STRIDED,
    LSU_INDEXED
} lsu_stride;
typedef struct packed {
    logic       masked;
    logic       store;
    lsu_stride  stride;
    cfg_vsew    eew;
    logic [2:0] nfields;
    logic [3:0] unused;
} op_mode_lsu;
typedef enum logic [1:0] {
    ALU_SEL_CARRY,
    ALU_SEL_OVFLW,
    ALU_SEL_LT,
    ALU_SEL_MASK
} opcode_alu_sel;
typedef enum logic [1:0] {
    ALU_SHIFT_VSLL,
    ALU_SHIFT_VSRL,
    ALU_SHIFT_VSRA
} opcode_alu_shift;
typedef enum logic [2:0] {
    ALU_VADD,
    ALU_VSADD,
    ALU_VAND,
    ALU_VOR,
    ALU_VXOR,
    ALU_VSHIFT,
    ALU_VSEL,
    ALU_VSELN
} opcode_alu_res;
typedef enum logic [2:0] {
    ALU_CMP_CMP,
    ALU_CMP_CMPN,
    ALU_CMP_EQ,
    ALU_CMP_NE
} opcode_alu_cmp;
typedef enum logic [1:0] {
    ALU_MASK_NONE,   
    ALU_MASK_WRITE,  
    ALU_MASK_CARRY,  
    ALU_MASK_SEL     
} opcode_alu_mask;
typedef struct packed {
    logic           cmp;         
    union packed {
        opcode_alu_sel   sel;
        opcode_alu_shift shift;
    } opx1;
    union packed {
        opcode_alu_res res;
        opcode_alu_cmp cmp;
    } opx2;
    opcode_alu_mask op_mask;
    logic           shift_op;    
    logic           inv_op1;     
    logic           inv_op2;     
    logic           sat_res;     
    logic           sigext;
} op_mode_alu;
typedef enum logic [1:0] {
    MUL_VMUL,    
    MUL_VMULH,   
    MUL_VSMUL,   
    MUL_VMACC    
} opcode_mul;
typedef struct packed {
    logic       masked;
    opcode_mul  op;
    logic       accsub;      
    logic       op1_signed;
    logic       op2_signed;
    logic       op2_is_vd;
    logic [5:0] unused;
} op_mode_mul;
typedef enum logic [0:0] {
    SLD_UP,
    SLD_DOWN
} opcode_sld_dir;
typedef struct packed {
    logic          masked;
    opcode_sld_dir dir;     
    logic          slide1;  
    logic [9:0] unused;
} op_mode_sld;
typedef enum logic [3:0] {
    ELEM_XMV,
    ELEM_VPOPC,
    ELEM_VFIRST,
    ELEM_VID,
    ELEM_VIOTA,
    ELEM_VRGATHER,
    ELEM_VCOMPRESS,
    ELEM_FLUSH,
    ELEM_VREDSUM,
    ELEM_VREDAND,
    ELEM_VREDOR,
    ELEM_VREDXOR,
    ELEM_VREDMINU,
    ELEM_VREDMIN,
    ELEM_VREDMAXU,
    ELEM_VREDMAX
} opcode_elem;
typedef struct packed {
    logic       masked;
    opcode_elem op;
    logic       sigext;
    logic       xreg;
    logic [5:0] unused;
} op_mode_elem;
typedef enum logic [3:0] {
    CFG_VSETVL,
    CFG_VTYPE_READ,
    CFG_VL_READ,
    CFG_VLENB_READ,
    CFG_VSTART_WRITE,
    CFG_VSTART_SET,
    CFG_VSTART_CLEAR,
    CFG_VXSAT_WRITE,
    CFG_VXSAT_SET,
    CFG_VXSAT_CLEAR,
    CFG_VXRM_WRITE,
    CFG_VXRM_SET,
    CFG_VXRM_CLEAR,
    CFG_VCSR_WRITE,
    CFG_VCSR_SET,
    CFG_VCSR_CLEAR
} cfg_csr_op;
typedef struct packed {
    cfg_csr_op  csr_op;
    cfg_vsew    vsew;
    cfg_lmul    lmul;
    logic [1:0] agnostic;
    logic       vlmax;
    logic       keep_vl;
} op_mode_cfg;
typedef union packed {
    logic [12:0]  unused;
    op_mode_lsu  lsu;
    op_mode_alu  alu;
    op_mode_mul  mul;
    op_mode_sld  sld;
    op_mode_elem elem;
    op_mode_cfg  cfg;
} op_mode;
typedef struct packed {
    logic vreg;
    logic xreg;
    struct packed {
       logic [4:0]  vaddr;
       logic [31:0] xval;
    } r;
} op_regs;
typedef struct packed {
    logic       vreg;
    logic [4:0] addr;
} op_regd;
typedef struct packed {
    logic shift;
    logic hold;
    logic vreg;
    logic elemwise;
    logic narrow;
    logic sigext;
} unpack_flags;
typedef struct packed {
    logic       shift;
    logic       elemwise;
    logic       narrow;
    logic       saturate;
    logic       sig;
    logic       red_op;
    logic [2:0] mul_idx;
} pack_flags;
endpackage
interface vproc_xif #(
        parameter int unsigned X_NUM_RS    =  2,   
        parameter int unsigned X_ID_WIDTH  =  3,   
        parameter int unsigned X_MEM_WIDTH =  32,  
        parameter int unsigned X_RFR_WIDTH =  32,  
        parameter int unsigned X_RFW_WIDTH =  32,  
        parameter logic [31:0] X_MISA      =  '0   
    );
    typedef struct packed {
        logic [           31:0]                  instr;      
        logic [            1:0]                  mode;       
        logic [X_ID_WIDTH -1:0]                  id;         
        logic [X_NUM_RS   -1:0][X_RFR_WIDTH-1:0] rs;         
        logic [X_NUM_RS   -1:0]                  rs_valid;   
    } x_issue_req_t;
    typedef struct packed {
        logic       accept;      
        logic       writeback;   
        logic       dualwrite;   
        logic [2:0] dualread;    
        logic       loadstore;   
        logic       exc;         
    } x_issue_resp_t;
    typedef struct packed {
        logic [X_ID_WIDTH-1:0] id;           
        logic                  commit_kill;  
    } x_commit_t;
    typedef struct packed {
        logic [X_ID_WIDTH   -1:0] id;        
        logic [             31:0] addr;      
        logic [              1:0] mode;      
        logic                     we;        
        logic [              2:0] size;      
        logic [X_MEM_WIDTH/8-1:0] be;        
        logic [              1:0] attr;      
        logic [X_MEM_WIDTH  -1:0] wdata;     
        logic                     last;      
        logic                     spec;      
    } x_mem_req_t;
    typedef struct packed {
        logic       exc;       
        logic [5:0] exccode;   
        logic       dbg;       
    } x_mem_resp_t;
    typedef struct packed {
        logic [X_ID_WIDTH -1:0] id;      
        logic [X_MEM_WIDTH-1:0] rdata;   
        logic                   err;     
        logic                   dbg;     
    } x_mem_result_t;
    typedef struct packed {
        logic [X_ID_WIDTH -   1:0] id;       
        logic [X_RFW_WIDTH-   1:0] data;     
        logic [               4:0] rd;       
        logic [X_RFW_WIDTH/32-1:0] we;       
        logic                      exc;      
        logic [               5:0] exccode;  
        logic                      err;      
        logic                      dbg;      
    } x_result_t;
    logic               issue_valid;
    logic               issue_ready;
    x_issue_req_t       issue_req;
    x_issue_resp_t      issue_resp;
    logic               commit_valid;
    x_commit_t          commit;
    logic               mem_valid;
    logic               mem_ready;
    x_mem_req_t         mem_req;
    x_mem_resp_t        mem_resp;
    logic               mem_result_valid;
    x_mem_result_t      mem_result;
    logic               result_valid;
    logic               result_ready;
    x_result_t          result;
    modport cpu_issue (
        output issue_valid,
        input  issue_ready,
        output issue_req,
        input  issue_resp
    );
    modport cpu_commit (
        output commit_valid,
        output commit
    );
    modport cpu_mem (
        input  mem_valid,
        output mem_ready,
        input  mem_req,
        output mem_resp
    );
    modport cpu_mem_result (
        output mem_result_valid,
        output mem_result
    );
    modport cpu_result (
        input  result_valid,
        output result_ready,
        input  result
    );
    modport coproc_issue (
        input  issue_valid,
        output issue_ready,
        input  issue_req,
        output issue_resp
    );
    modport coproc_commit (
        input  commit_valid,
        input  commit
    );
    modport coproc_mem (
        output mem_valid,
        input  mem_ready,
        output mem_req,
        input  mem_resp
    );
    modport coproc_mem_result (
        input  mem_result_valid,
        input  mem_result
    );
    modport coproc_result (
        output result_valid,
        input  result_ready,
        output result
    );
endinterface
module vproc_queue #(
        parameter int unsigned   WIDTH = 8,    
        parameter int unsigned   DEPTH = 8,    
        parameter bit            FLOW  = 1'b0  
    )(
        input  logic             clk_i,
        input  logic             async_rst_ni,
        input  logic             sync_rst_ni,
        output logic             enq_ready_o,
        input  logic             enq_valid_i,
        input  logic [WIDTH-1:0] enq_data_i,
        input  logic             deq_ready_i,
        output logic             deq_valid_o,
        output logic [WIDTH-1:0] deq_data_o,
        output logic [WIDTH-1:0] flags_any_o,
        output logic [WIDTH-1:0] flags_all_o
    );
    logic [WIDTH-1:0]         data[DEPTH];
    logic [$clog2(DEPTH)-1:0] rd_pos_q,  rd_pos_d;   
    logic [$clog2(DEPTH)-1:0] wr_pos_q,  wr_pos_d;   
    logic                     last_wr_q, last_wr_d;  
    always_ff @(posedge clk_i or negedge async_rst_ni) begin
        if (~async_rst_ni) begin
            rd_pos_q  <= '0;
            wr_pos_q  <= '0;
            last_wr_q <= '0;
        end
        else if (~sync_rst_ni) begin
            rd_pos_q  <= '0;
            wr_pos_q  <= '0;
            last_wr_q <= '0;
        end else begin
            rd_pos_q  <= rd_pos_d;
            wr_pos_q  <= wr_pos_d;
            last_wr_q <= last_wr_d;
        end
    end
    logic empty, full;
    assign empty = (rd_pos_q == wr_pos_q) & ~last_wr_q;
    assign full  = (rd_pos_q == wr_pos_q) &  last_wr_q;
    always_ff @(posedge clk_i) begin
        if (~full) begin
            data[wr_pos_q] <= enq_data_i;
        end
    end
    logic push, pop;
    always_comb begin
        push        = 1'b0;
        pop         = 1'b0;
        enq_ready_o = 1'b0;
        deq_valid_o = 1'b0;
        deq_data_o  = data[rd_pos_q];
        if (~full) begin
            push        = enq_valid_i & (~FLOW | ~empty | ~deq_ready_i);
            enq_ready_o = 1'b1;
        end
        if (~empty) begin
            pop         = deq_ready_i;
            deq_valid_o = 1'b1;
        end
        else if (FLOW) begin
            deq_valid_o = enq_valid_i;
            deq_data_o  = enq_data_i;
        end
    end
    always_comb begin
        rd_pos_d  = rd_pos_q;
        wr_pos_d  = wr_pos_q;
        last_wr_d = last_wr_q;
        if (push) begin
            wr_pos_d  = (wr_pos_q == $clog2(DEPTH)'(DEPTH-1)) ? '0 : wr_pos_q + $clog2(DEPTH)'(1);
            last_wr_d = 1'b1;
        end
        if (pop) begin
            rd_pos_d  = (rd_pos_q == $clog2(DEPTH)'(DEPTH-1)) ? '0 : rd_pos_q + $clog2(DEPTH)'(1);
            last_wr_d = 1'b0;
        end
    end
    logic [DEPTH-1:0] entry_valid;
    always_comb begin
        entry_valid = '0;
        if (rd_pos_q == wr_pos_q) begin
            entry_valid = {DEPTH{last_wr_q}};
        end else begin
            for (int i = 0; i < DEPTH; i++) begin
                if (rd_pos_q < wr_pos_q) begin
                    entry_valid[i] = (i >= rd_pos_q) & (i < wr_pos_q);
                end else begin
                    entry_valid[i] = (i >= rd_pos_q) | (i < wr_pos_q);
                end
            end
        end
    end
    always_comb begin
        flags_any_o = {WIDTH{1'b0}};
        flags_all_o = {WIDTH{1'b1}};
        for (int i = 0; i < DEPTH; i++) begin
            if (entry_valid[i]) begin
                flags_any_o |= data[i];
                flags_all_o &= data[i];
            end
        end
    end
endmodule
==> metrics.cfg <==
[global_route]
grt_pass1_vias=3547
track_usage_pct=33.9
grt_overflow=0
grt_max_degree=21
grt_pass1_wl_mm=18.9
antenna_found_initial=0

[sta]
finClkSkew_ps=6.60
fmax_mhz=284
hold_viol_final=0
worstMarginPinSlew_ps=829
slew_viol_final=0
maxSlewHeadroom_pct=44.3
period_used_pct=97.9
setup_tns_ps=0
rsz0062_at_grt=true
fin_crit_ps=3530
setup_violations=0

[cells_and_area]
utilization_pct=68.1
stdcell_area_mm2=0.00529
n_fill_cell=534
final-instance-count-excl-fill=525
area_delta_synth_final_pct=31.7
drive_above_1_share_pct=29.1

[clock_tree]
cts_tree=done
cts_root_buf=clkbuf_8
clock-sinks=71
ctsHoldBuffers=0
cts.clk_slew.worst_paths_ps=80
numCtsBuffers=9
htree_levels=3
insertion_delay_ps=350
clock_path_buffers=2

[critical_path]
slowest_delay_ps=450
worstSetupPathType=flip-flop to primary output
required_ps=2880
cp_max_fo=9
arrival_ps=2810
crit_chain=ha_4 > nand3_4 > nor2_4 > clkinv_4 > o2111a_1 > buf_4 > a222oi_1 > nand3_1 > clkdlybuf4s50_1
startpoint_type=flip-flop
crit_path_top_delay_cell=dfrtp_2
ff2ff_setup_slack_ps=1120
end_kind=primary output
rr_worst_depth=6

[logic_synthesis]
ys_types=53
ys_sh_mux_pct=9.63
topCellsByArea=edfxtp_1 (48%), mux4_2 (5.0%), mux4_1 (4.6%), dfrtp_1 (4.4%), nand2_1 (3.9%)
topCombFamilyByArea=AND-OR/OR-AND gates
synth_xor_xnor_area_share_pct=0
synthesis.area_mm2=0.00402
yosys.area_share.simple_pct=12.9
yosysTopAreaCell=edfxtp_1
ys_sh_aoi_pct=18.5
synth_flop_count=71
synth-edff-count=64
yosysTopAreaCellShare_pct=47.9
yosysCellCount=339
syn_area_per_cell_um2=11.8
async_reset_ff_share_pct=9.86
synthAdderAreaFrac_pct=3.61
ys.flop_type=edfxtp_1
yosys_warnings=1
synth_cells=339
ys_seq_share_pct=52.2
synth_chip_area_mm2=0.00402

[floorplanning]
die-height_um=91.6
ios=39
coreArea_mm2=0.00777
die_width_um=91.6
fp-row-count=32
chipArea_mm2=0.00840
fp_util_pct=51.7

[placement]
io_buffers=38
placed_area_mm2=0.00468
placed_cells=490
dp_hpwl_mm=8.00
place_congestion=0.942

[route]
initialDrtViolationCount=424
drc=0
antenna_left=0
firstDrtPassIters=6
post_drt_wl_per_cell_um=24.5
dr_total_vias=3619
diodes=0
via_per_inst=6.89
routed_wl_mm=12.9

[power]
irDropWorstVdd_mv=0.307
p_leak_nw=1.90
powerDensity_mw_per_mm2=617
total_power_mw=3.26

[hold_path]
hp-class=input pin to asynchronous set/reset pin

[run_status]
outcome=finished clean

[flow_run]
warning_count=29
cap_violations=0

==> power by group <==
| part | leakage [nW] | switching [mW] | internal (mW) | total [mW] |
|---|---|---|---|---|
| Combinational | 1.13 | 0.884 | 0.801 | 1.68 |
| Clock | 0.0894 | 0.330 | 0.258 | 0.588 |
| Sequential | 0.679 | 0.0369 | 0.951 | 0.988 |
==> timing repair <==
item,CTS,global route
gates resized,34,44
endpoints found under the setup margin,16,15
pin swaps,7,19
cloned,2,1
buffers inserted,2,14
hold endpoints to repair,0,0
==> layer usage <==
metal,up-vias,global-route usage (%),share of wire (%)
li1,1547,-,-
met1,1701,46.6,36
met2,300,46.9,43
met5,-,0,0
met3,71,19.7,15
met4,0,14.3,5.8
==> cells in the mapped netlist (4+ instances only) <==
cell type,number
nor3_1,16
nor2b_1,4
o21ai_0,12
mux4_1,7
o22ai_1,7
a32oi_1,9
nand2_1,42
a21oi_1,11
ha_1,9
nand3_1,12
a222oi_1,12
dfrtp_1,7
o221ai_1,16
mux4_2,9
o21ai_1,7
buf_2,9
clkbuf_1,7
a21boi_0,4
edfxtp_1,64
nand2b_1,8
nor2_1,21
==> worst max-delay path: cells and delay by family, from the launching register on <==
| family | cells | cell delay [ps] |
|---|---|---|
| buffers and inverters | 3 | 700 |
| AOI/OAI and AO/OA | 2 | 550 |
| DFF | 1 | 450 |
| and+or+nand+nor | 3 | 410 |
| adders and majority gates | 1 | 330 |
==> registers in the layout, indices dropped and copies added (netlist names) <==
| signal | flops |
|---|---|
| data | 64 |
| last_wr_q | 1 |
| rd_pos_q | 3 |
| wr_pos_q | 3 |
==> layout by cell type (no fill, tap or decap), types with 3 or more instances in the layout <==
cell type and n:
clkbuf_8 9, nand2_1 40, nor3_1 11, maj3_2 3
nor2b_1 3, nor3_2 5, buf_6 5, nand2b_1 7
o21ai_0 3, a32oi_1 9, ha_1 6, a21o_1 3
o221ai_1 15, mux4_1 7, nand3_1 12, o22ai_1 7
a21boi_0 4, mux4_2 9, dfrtp_1 6, a21oi_1 9
ha_4 3, edfxtp_1 64, o21ai_2 10, buf_4 40
a222oi_1 12, clkinv_4 4, nor2_1 19, dlymetal6s2s_1 5
o21ai_1 5, clkdlybuf4s50_1 32
==> final cells by class <==
type / instances / area [µm²] / area share, %
Sequential cell: 71 / 2100 / 39.7
Multi-Input combinational cell: 241 / 2020 / 38.1
Timing Repair Buffer: 87 / 821 / 15.5
Tap cell: 102 / 128 / 2.41
Clock buffer: 9 / 124 / 2.34
Clock inverter: 7 / 57.6 / 1.09
Inverter: 8 / 43.8 / 0.828
==> stage by stage <==
step	setup WS, ps	hold slack (ps)
2_1_floorplan	750	424
6_report	73.9	622
3_3_place_gp	151	659
5_1_grt	-37.5	635
4_1_cts	12.2	634
3_5_place_dp	148	647
==> logic make-up after synthesis <==
group / Yosys count
and+or+nand+nor: 113
AOI/OAI and AO/OA: 99
DFF: 71
buffers and inverters: 28
muxes: 16
adders and majority gates: 12
==> final timing paths <==
kind | start | end
worst max-delay path | rd_pos_q[1] | flags_any_o[3]
worst min-delay path | async_rst_ni | wr_pos_q[2]
worst max register to register | wr_pos_q[1] | data[4][6]
worst min register to register | last_wr_q | last_wr_q
max in group asynchronous | async_rst_ni | rd_pos_q[1]
min in group clk0 | last_wr_q | last_wr_q
Power is estimated from default activity; no workload was simulated.
